### design/flow/run.sh
#!/bin/bash
# OpenROAD 26Q1-2900-gdf79404cd8, Yosys 0.63+post, stock flow scripts
make -C /OpenROAD-flow-scripts/flow DESIGN_CONFIG=/design/flow/config.mk WORK_HOME=/design/flow/orfs finish
### design/flow/config.mk
export PLATFORM = sky130hd
export DESIGN_NAME = top_module
export DESIGN_NICKNAME = top_module
export VERILOG_FILES = /design/flow/design.v
export SDC_FILE = /design/flow/constraint.sdc
export NUM_CORES = 4
export LEC_CHECK = 1
export CORE_AREA = 10 10 70 70
export DIE_AREA = 0 0 80 80
### design/flow/constraint.sdc
current_design top_module

set clk_period 2.3
set clk_io_pct 0.2

create_clock -name clk0 -period $clk_period

set non_clock_inputs [all_inputs -no_clocks]
set_input_delay [expr $clk_period * $clk_io_pct] -clock clk0 $non_clock_inputs
set_output_delay [expr $clk_period * $clk_io_pct] -clock clk0 [all_outputs]
### design/flow/design.v
module Decoder3_8(input [2:0] i,
   	          output reg[7:0] y);
	always@(i)
		begin
		y=0;
			case(i)	
					3'b000 : y[0] = 1'b1;
					3'b001 : y[1] = 1'b1;
					3'b010 : y[2] = 1'b1;
					3'b011 : y[3] = 1'b1;
					3'b100 : y[4] = 1'b1;
					3'b101 : y[5] = 1'b1;
					3'b110 : y[6] = 1'b1;
					3'b111 : y[7] = 1'b1;
			endcase
		end	
endmodule 
module Encoder8_3 (input[7:0]IN,
		   output reg[2:0]out);
	always@(IN)
	begin
		if(IN[7]==1)
		 out=3'b111;
		else if(IN[6]==1)
		 out=3'b110;
		else if(IN[5]==1)
		 out=3'b101;
		else if(IN[4]==1)
		 out=3'b100;
		else if(IN[3]==1)
		 out=3'b011;
		else if(IN[2]==1)
		 out=3'b010;
		else if(IN[1]==1)
		 out=3'b001;
		else 
		 out=3'b000;
	end
endmodule
`timescale 1ns / 1ps
module top_module(
    input [0:7] enc_ip,
    output [0:7] dec_op,
    output [0:7] xor_res
    );
wire [0:2] ot;
Encoder8_3 encoder(.IN(enc_ip),.out(ot));
Decoder3_8 decoder(.i(ot),.y(dec_op));
    assign xor_res[0] = enc_ip[0] ^ dec_op[0];
    assign xor_res[1] = enc_ip[1] ^ dec_op[1];
    assign xor_res[2] = enc_ip[2] ^ dec_op[2];
    assign xor_res[3] = enc_ip[3] ^ dec_op[3];
    assign xor_res[4] = enc_ip[4] ^ dec_op[4];
    assign xor_res[5] = enc_ip[5] ^ dec_op[5];
    assign xor_res[6] = enc_ip[6] ^ dec_op[6];
    assign xor_res[7] = enc_ip[7] ^ dec_op[7];
endmodule
==> results_slide.txt <==
Flow Results at a Glance

Logic synthesis
  – Simple-gate share of the synthesized area: between 60 and 70%
  – Total number of yosys warnings: 2
  – Syn avg cell area: about 6.4 µm²
  – Number of cells in Yosys stat: 24
  – Largest area contributor in the netlist: and2_1
  – Library cells used by synthesis: 13
  – Synthesized instance count: 24
  – Top cell area share: between 20% and 30%
  – Post-Synth Adder-Cell Area: 0%
  – Logic family by area: simple AND/OR/NAND/NOR gates
  – Area figure in the yosys stat output: between 150 and 200 µm²
  – Sequential share of the synthesized area: 0%
  – Cell Area, Synth: 153 µm²
  – Complex Gates by Area: under 10%
  – Top cells, area: and2_1 20%, or4_4 15%, nor2b_1 12%
  – XOR Share, Synth: a little over a tenth
  – Mux area share: 0%

Setup path
  – Arr. time, crit path: ~1.9 ns
  – WP data required: roughly 1.8 ns
  – CP Max Fanout: 2
  – Critical path type: input pin to primary output
  – Top delay family on crit path: simple AND/OR/NAND/NOR gates
  – Buffers & Inverters on Critical Path: 3
  – Max incr delay on CP: ~0.55 ns
  – Critical path's slowest cell: or4_4
  – Element type at the critical path start: input pin
  – Critical path, cell by cell: buf_6 -> or4_4 -> or4_4 -> buf_6 -> xnor2_2 -> buf_2
  – Critical Path End Type: primary output

Global routing
  – Initial antenna violation count: 0
  – Pin count of the biggest net entering global routing: 7
  – Vias in the first global route: approximately 270
  – First-pass GRT wire length: 1.24 mm
  – Grt ovf: 0
  – Gr usage total: under 10%

Layout
  – Count of flip-flops and latches: 0
  – # clk buffers: 0
  – Area of the multi-input gates: 145 µm²
  – P&R area growth vs syn: 229%
  – Register area: 0 µm²
  – Share of cells above drive strength 1: between 40 and 50%
  – Fillers: roughly 400

Job
  – Max-cap violation count: 0
  – Tool Warnings: 34

Timing
  – Setup slack after layout: -0.0586 ns
  – Period utilization: 103%
  – Hold slack: about 1.4 ns
  – Setup TNS: -0.0586 ns
  – Final Hold Vio Count: 0
  – Fmax: roughly 0.42 GHz
  – Crit path time final: approximately 2.4 ns
  – Fin. max-slew vios: 0
  – Final setup vio count: 1
  – RSZ-0062 raised after global routing: true

Floorplan
  – FP Util: roughly 4.5%
  – Chip Height: around 80 µm
  – Std-Cell Rows: 21
  – Die Wd: around 80 µm
  – Core area: between 0.003 and 0.004 mm²
  – Die area: 0.00640 mm²
  – IO Count: 24

Power
  – Power density cells: approximately 110 mW/mm²
  – Worst ir drop on vdd: around 44 µV
  – Leak pwr: between 0.2 and 0.25 nW

Route
  – Detailed Routing Iterations Pass 1: 1
  – N_diodes: 0
  – Drt total wl: ~800 µm
  – Drt drc: 0
  – Avg WL per Cell: between 7 and 8 µm
  – Number of vias per cell: between 2 and 3
  – Post-route ant nets: 0
  – Drt first-iter violations: 0
  – Via count: approximately 260

Worst hold path
  – Hold crit path type: input pin to primary output

Status
  – Outcome: finished, violations left
  – Failing checks: negative setup slack

CTS
  – Hold buffer count at cts: 0

Placed design
  – Final RePlAce weighted congestion: 0.751
  – PortBufs: 23
  – DP HPWL: between 600 and 700 µm
[area by class of cell]
| cell class | instances | share of cell area (%) |
|---|---|---|
| multi-input combinational | 19 | 28.9 |
| inverter | 3 | 2.24 |
| timing repair buffer | 33 | 57.4 |
| tap | 46 | 11.5 |
[cells by family after synthesis]
kind of cell,after synthesis
AND-OR/OR-AND,1
buffers and inverters,5
AND/OR/NAND/NOR,16
other,1
XOR/XNOR,1
[metrics by stage]
| stage | util (%) | instances | worst slack [ns] | cell area (µm²) | total power [W] |
|---|---|---|---|---|---|
| floorplan | - | 24 | 0.276 | 153 | 0.00000973 |
| global placement | 13.9 | 97 | -0.655 | 474 | 0.0000569 |
| detailed placement | 13.9 | 97 | -0.659 | 474 | 0.0000566 |
| CTS | 14.4 | 101 | -0.168 | 490 | 0.0000542 |
| global route | 14.7 | 101 | -0.0867 | 502 | 0.0000605 |
| finish | 14.7 | 101 | -0.0586 | 502 | 0.0000545 |
[layout by cell type (no fill, tap or decap)]
cell / count
nor2b_1: 3
buf_6: 6
nor3b_1: 1
nor2_4: 1
o21a_1: 1
inv_1: 2
nor2_1: 2
or3_4: 1
conb_1: 1
inv_2: 1
and2_1: 4
clkdlybuf4s50_1: 11
nor3_1: 1
dlygate4sd2_1: 4
and2_4: 1
xnor2_2: 1
or4_4: 2
buf_4: 6
buf_2: 6
[layer usage]
metal	routed length (µm)	track usage, %	vias up
li1	-	-	135
met1	363	3.04	101
met2	269	3.29	20
met3	168	1.48	0
met4	0	0	0
met5	0	0	-
[synth_stat cells]
cell / number
or3_1: 1
nor2_1: 3
inv_1: 3
conb_1: 1
and2_1: 5
nor3b_1: 1
or4_4: 2
o21a_1: 1
nor3_1: 1
clkbuf_1: 1
nor2b_1: 3
xnor2_2: 1
buf_4: 1
[power breakdown]
group | internal, W | total (W) | switching (W) | leakage [nW]
registers | 0 | 0 | 0 | 0
clock network | 0 | 0 | 0 | 0
logic | 0.0000388 | 0.0000545 | 0.0000156 | 0.232
total | 0.0000388 | 0.0000545 | 0.0000156 | 0.232
[worst paths after layout]
path | start | end | slack [ns] | cells after the start
max | enc_ip[2] | xor_res[7] | -0.06 | 6
min | enc_ip[1] | dec_op[7] | 1.44 | 6
[timing repair]
item                       in CTS  in global routing
hold endpoints to repair        0                  0
gates resized                  41                  2
pin swaps                       8                  4
setup buffers                   4                  0
setup endpoints to repair       9                  4
[tightest hold or removal path, delay by kind of cell]
| family | cells | cell delay (ns) |
|---|---|---|
| buf+inv | 4 | 0.27 |
| simple gates | 2 | 0.25 |
Power and IR drop assume default switching activity.
