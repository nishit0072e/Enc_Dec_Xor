## flow/config.mk

```make
export PLATFORM = sky130hd
export DESIGN_NAME = pipo_8bit
export DESIGN_NICKNAME = pipo_8bit
export VERILOG_FILES = /design/flow/design.v
export SDC_FILE = /design/flow/constraint.sdc
export NUM_CORES = 4
export LEC_CHECK = 1
export CORE_AREA = 10 10 97 97
export DIE_AREA = 0 0 107 107
```

## flow/constraint.sdc

```tcl
current_design pipo_8bit

set clk_period 5.4
set clk_io_pct 0.2

create_clock -name clk0 -period $clk_period [get_ports {clk}]

set non_clock_inputs [all_inputs -no_clocks]
set_input_delay [expr $clk_period * $clk_io_pct] -clock clk0 $non_clock_inputs
set_output_delay [expr $clk_period * $clk_io_pct] -clock clk0 [all_outputs]
```

## flow/design.v

```verilog
`timescale 1ns / 1ps
module pipo_8bit(
    input [7:0] in,
    input clk,rst,
    output [7:0] y
    );
    wire w1;
    slow_clk clock(.clk_in(clk), .slow_clk(w1));
    d_ff d1(in[0],w1,rst,y[0]);
    d_ff d2(in[1],w1,rst,y[1]);
    d_ff d3(in[2],w1,rst,y[2]);
    d_ff d4(in[3],w1,rst,y[3]);
    d_ff d5(in[4],w1,rst,y[4]);
    d_ff d6(in[5],w1,rst,y[5]);
    d_ff d7(in[6],w1,rst,y[6]);
    d_ff d8(in[7],w1,rst,y[7]);
endmodule
`timescale 1ns / 1ps
module slow_clk(input clk_in, output slow_clk);
reg[25:0] count=0;
reg clk_out;
always @(posedge clk_in)
begin
count<=count+1;
if(count == 50000000)
begin
count<=0;
clk_out = ~clk_out;
end
end
assign slow_clk= clk_out;
endmodule
`timescale 1ns / 1ps
module d_ff(
    input in,
    input clk,
    input rst,
    output reg q
    );
always@(posedge clk, posedge rst)
    begin
        if(rst)
            q<=0;
        else
            q<=in;
        end
endmodule
```

## flow/run.sh

```bash
#!/bin/bash
# OpenROAD 26Q1-2900-gdf79404cd8, Yosys 0.63+post, stock flow scripts
make -C /OpenROAD-flow-scripts/flow DESIGN_CONFIG=/design/flow/config.mk WORK_HOME=/design/flow/orfs finish
```

==> results_dict.tcl <==
# collected from the flow reports
set metrics [dict create \
    arrival_ns 2.03 \
    ys_warn_count 2 \
    final_area_um2 1790 \
    top_area_share_pct 33.7 \
    hold_path_depth 2 \
    r2r_slack_ns 3.28 \
    slew_viol_final 0 \
    clk_pin_slew_ns 0.08 \
    netlist_area_um2 1550 \
    num_io_pins 18 \
    skew_ns 0.00192 \
    post_cts_buffers 0 \
    postPlaceCellArea_um2 1740 \
    hp-class "reg2reg" \
    setup_tns_ns 0 \
    tritoncts "done" \
    rsz0062_at_grt "no" \
    viasPerCell 4.26 \
    reg2reg_depth 5 \
    finalHoldViolations 0 \
    fin_cells 263 \
    portBuffers 17 \
    synth-async-reset-ratio_pct 22.9 \
    synth-edff-count 1 \
    syn_area_per_cell_um2 9.79 \
    tool_warnings 26 \
    cts_inserted_buffers 3 \
    grt_max_degree 15 \
    drive_gt1_share_pct 3.05 \
    rr_startpoint "clock.count[0]" \
    unclocked_pins 8 \
    vias 1121 \
    drt_iter0_markers 74 \
    cts_root_buffer "clkbuf_8" \
    antennaDiodeCount 0 \
    min_from "clock.count[23]" \
    drv_cap 0 \
    p_total_uw 318 \
    finalCriticalPeriod_ns 2.12 \
    worst-setup-path-type "reg2reg" \
    area_growth_syn_to_layout_pct 15.5 \
    grt_pass1_vias 1037 \
    yosys_area_um2 1550 \
    max_freq_ghz 0.471 \
    untimed_endpoints 16 \
    start_kind "flip-flop" \
    finalCritPeriodShare_pct 39.3 \
    required_ns 5.30 \
    gr-total-overflow 0 \
    flop_cell "dfxtp_1" \
    initial_core_util_pct 21.2 \
    max-slew-margin-rel_pct 42.6 \
    end_kind "flip-flop" \
    top_area_cell "dfxtp_1" \
    firstDrtPassIters 4 \
    synth_flops 35 \
    synth_top_cell_by_count "dfxtp_1" \
    chipArea_um2 11400 \
    ctsLongestPathBuffers 2 \
    ys_cells 158 \
    antenna_found_initial 0 \
    std_cell_rows 31 \
    fp.dieH_um 107 \
    grt_usage_pct 5.31 \
    reg2reg_to "clock.clk_out" \
    dp.cells 259 \
    area_leaders "dfxtp_1 34%, dfrtp_1 13%, xnor2_1 5.1%" \
    clk_latency_ns 0.27 \
    ant_nets 0 \
    place.gp.congestion 0.846 \
    cts_hold_buf 0 \
    wl_um 2930 \
    htreeDepth 1 \
    ir_worst_vdd_uv 150 \
    cts_resized 0 \
    synthCells 158 \
    yosysUniqueCellTypes 32 \
    grt_first_pass_wirelength_um 5150 \
    setup_viol 0 \
    status "complete, no violations" \
    detail_route.wl_per_cell_um 11.1 \
    fill_cells 802 \
    hold_slack_ns 0.475 \
    hpwl_um 2270 \
    hold_end "clock.count[23]" \
    top_cells_by_count "26 x dfxtp_1, 11 x nand3_1, 10 x buf_4, 10 x nand4_1" \
    postSynthSeqShare_pct 48.5 \
    powerDensity_nw_per_um2 178 \
    remaining_drc_errors 0 \
    coreArea_um2 7290 \
    crit_fanout 12 \
    die_w_um 107 \
    power.leakage_uw 0.000652 \
    worst_slew_pin_slew_ns 0.858 \
]
-- metal layers --
| metal | track usage (%) | vias up | share of wire, % | wire length [um] |
|---|---|---|---|---|
| li1 | - | 567 | - | - |
| met1 | 8.06 | 515 | 52 | 1530 |
| met2 | 7.42 | 37 | 39 | 1140 |
| met3 | 1.88 | 2 | 8.0 | 235 |
| met4 | 0.290 | 0 | 0.68 | 20 |
| met5 | 0 | - | 0 | 0 |
-- power breakdown --
part	total, uW	internal, uW	switching [uW]
logic	7.38	5.64	1.74
clock network	111	52.8	58.1
registers	200	200	0
-- worst max-delay path, cell delays in order, from the launching register on --
cell      delay, ns
dfxtp_1        0.35
inv_1          0.07
ha_1           0.13
nor4bb_1       0.27
nand4_1        0.23
nor2_1         0.71
-- area by class of cell --
| class | count | area, um^2 | share of cell area, % |
|---|---|---|---|
| Inverter | 5 | 18.8 | 1.05 |
| Sequential cell | 35 | 751 | 42.0 |
| Clock buffer | 4 | 45.0 | 2.52 |
| Timing Repair Buffer | 17 | 170 | 9.52 |
| Multi-Input combinational cell | 103 | 678 | 38.0 |
| Tap cell | 99 | 124 | 6.93 |
-- worst max-delay path by stage --
stage                 cells past startpoint            from             to
after global routing                      5  clock.count[0]  clock.clk_out
after CTS                                 5  clock.count[0]  clock.clk_out
final                                     5  clock.count[0]  clock.clk_out
-- placed cells by master (no fill, tap or decap) --
cell type,n
or3_1,1
and4_1,2
clkbuf_8,3
and2_1,4
dfrtp_1,8
nor2_1,9
o41ai_1,1
nor3_1,1
nand4_2,1
ha_1,2
dfxtp_1,26
mux2i_1,4
clkdlybuf4s50_1,17
a21oi_1,5
and3_1,6
nor4b_1,2
o31ai_1,3
edfxtp_1,1
o21ai_0,5
nor2b_1,1
xor2_1,6
nor4bb_1,1
nand4_1,10
xnor2_1,9
nand3_1,11
inv_1,5
nand2_1,8
or4b_1,1
or4_1,3
nor4_1,6
clkbuf_1,1
nand2_4,1
-- logic make-up (layout without fill, tap and decap cells) --
kind of cell,Yosys count,in the layout,synth area share [%]
AOI/OAI and AO/OA,14,14,5.26
xor gates and xnor gates,15,15,8.50
adders and majority gates,2,2,1.62
buffers and inverters,20,26,7.60
DFF,35,35,48.5
muxes,4,4,2.59
and+or+nand+nor,68,68,25.9
-- sequential cells by signal, summed over array words and instances, names as in the netlist --
name           cells
clock.count       26
clock.clk_out      1
d1.q               1
d2.q               1
d3.q               1
d4.q               1
d5.q               1
d6.q               1
d7.q               1
d8.q               1
-- metrics by stage --
step | utilization (%) | worst slack [ns]
after CTS | 24.5 | 3.26
after floorplan | - | 3.81
after global routing | 24.5 | 3.08
final | 24.5 | 3.28
after detailed placement | 23.9 | 3.28
after global placement | 23.9 | 3.34
No activity file was given, so power comes from the tool's default toggle rates.
